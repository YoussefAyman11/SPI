==> design.v <==
`timescale 1ns / 1ps
module SPI_Master
    #(parameter mode = 2'b00,bits_num = 8)(
    input clk,
    input reset,
    input tx_start,
    input [bits_num - 1:0] data_in,
    input miso,
    output reg sclk,
    output reg ss,
    output reg mosi,
    output reg tx_end,
    output reg [bits_num - 1:0] data_out
    );
    wire CPOL,CPHA;
    reg sclk_reg;
    wire neg_edge,pos_edge;
    reg [$clog2(bits_num) - 1:0] n;
    reg [$clog2(bits_num):0] counts;
    reg start;
    reg flag; 
    reg [bits_num - 1:0] data;
    assign {CPOL,CPHA} = mode;
    always @ (posedge clk) begin
        sclk_reg <= sclk;
    end
    assign pos_edge = sclk & !sclk_reg;
    assign neg_edge = !sclk & sclk_reg;
    always @(posedge clk,negedge reset) begin
        if(!reset) begin
            mosi <= 'b0;
            n <= 'b0;
            flag <= 'b0;
            counts <= 'b0;
            tx_end <= 'b0;
            sclk <= CPOL;
            ss <= 'b1;
            start <= 'b0;
            data <= 8'b0;
        end
        else if(tx_start) begin
			counts <= 'b1;
			sclk <= ~sclk;
			ss <= 'b0;
			start <= 'b1;
			tx_end <= 'b0;
			data <= 'b0;
			mosi <= data_in[bits_num - 1];
        end
        else if(start) begin
            counts <= counts + 1;
            ss <= 'b0;
            if(counts % 2 != 0) begin
                sclk <= ~sclk;
            end
            else begin
                sclk <= ~sclk;
            end
            if(counts == 2*bits_num | counts == 0) begin
                tx_end <= 'b1;
                ss <= 'b1;
                sclk <= CPOL;
                start <= 'b0;
            end
            n <= (CPOL)?((sclk)?(n):(n + 1)):((sclk)?(n + 1):(n));
            if(flag == 0) begin
                mosi <= data_in[bits_num - 1];
                data[bits_num - 2:0] <= 'b0;
                data[bits_num - 1] <= (CPHA)?(data[bits_num - 1]):(miso);
                flag <= 'b1;
            end
            else begin
                case(mode)
                    'b00: begin
                        mosi <= (neg_edge)?(data_in[bits_num-1-n]):(mosi);
                        data[bits_num-1-n] <= (pos_edge)?(miso):(data[bits_num-1-n]);
                    end
                    'b01: begin
                        mosi <= (pos_edge)?(data_in[bits_num-1-n]):(mosi);
                        if(n == 0)
                            data[0] <= (neg_edge)?(miso):(data[0]);
                        else
                           data[bits_num-n] <= (neg_edge)?(miso):(data[bits_num-n]);
                    end
                    'b10: begin
                        mosi <= (pos_edge)?(data_in[bits_num-1-n]):(mosi);
                        data[bits_num-1-n] <= (neg_edge)?(miso):(data[bits_num-1-n]);
                    end
                    'b11: begin
                        mosi <= (neg_edge)?(data_in[bits_num-1-n]):(mosi);
                        if(n == 0) begin
                            data[0] <= (pos_edge)?(miso):(data[0]);
                        end
                        else begin
                            data[bits_num-n] <= (pos_edge)?(miso):(data[bits_num-n]);
                        end
                    end
                endcase
            end
        end
        else if(tx_end) begin
            data_out <= data;
            flag <= 'b0;
            n <= 'b0;
        end
        else
            mosi <= data_in[bits_num - 1];
    end
endmodule
`timescale 1ns / 1ps
module SPI_Slave
    #(parameter mode = 2'b00,bits_num = 8)(
    input clk,
    input reset,
    input ss,
    input sclk,
    input tx_end,
    input [bits_num - 1:0] data_in,
    input mosi,
    output reg miso,
    output reg [bits_num - 1:0] data_out
    );
    wire CPOL,CPHA;
    reg sclk_reg;
    wire neg_edge,pos_edge;
    reg [$clog2(bits_num) - 1:0] n;
    reg flag; 
    reg [bits_num - 1:0] data;
    assign {CPOL,CPHA} = mode;
    always @ (posedge clk) begin
        sclk_reg <= sclk;
    end
    assign pos_edge = sclk & !sclk_reg;
    assign neg_edge = !sclk & sclk_reg;
    always @(posedge clk,negedge reset) begin
        if(!reset) begin
            miso <= 'b0;
            n <= 'b0;
            flag <= 'b0;
            data <= 'b0;
            data_out <= 'b0;
        end
        else if(tx_end) begin
            data_out <= data;
            flag <= 'b0;
            n <= 'b0;
        end
        else if(!ss) begin
            n <= (CPOL)?((sclk)?(n):(n + 1)):((sclk)?(n + 1):(n));
            if(flag == 0) begin
                miso <= data_in[bits_num - 1];
                data[bits_num - 2:0] <= 'b0;
                data[bits_num - 1] <= (CPHA)?(data[bits_num - 1]):(mosi);
                flag <= 'b1;
            end
            else begin
                case(mode)
                    'b00: begin
                        miso <= (neg_edge)?(data_in[bits_num-1-n]):(miso);
                        data[bits_num-1-n] <= (pos_edge)?(mosi):(data[bits_num-1-n]);
                    end
                    'b01: begin
                        miso <= (pos_edge)?(data_in[bits_num-1-n]):(miso);
                        if(n == 0)
                            data[0] <= (neg_edge)?(mosi):(data[0]);
                        else
                            data[bits_num-n] <= (neg_edge)?(mosi):(data[bits_num-n]);
                    end
                    'b10: begin
                        miso <= (pos_edge)?(data_in[bits_num-1-n]):(miso);
                        data[bits_num-1-n] <= (neg_edge)?(mosi):(data[bits_num-1-n]);
                    end
                    'b11: begin
                        miso <= (neg_edge)?(data_in[bits_num-1-n]):(miso);
                        if(n == 0) begin
                            data[0] <= (pos_edge)?(mosi):(data[0]);
                        end
                        else begin
                            data[bits_num-n] <= (pos_edge)?(mosi):(data[bits_num-n]);
                        end
                    end
                endcase
            end
        end
        else begin
            miso <= data_in[bits_num - 1];
        end
    end
endmodule
`timescale 1ns / 1ps
module SPI_Top
    #(parameter mode = 2'b00,bits_num = 8)(
    input clk,
    input reset,
    input tx_start,
    input [1:0] sel,
    input [bits_num - 1:0] master_data_in,
    input [bits_num - 1:0] slave1_data_in,
    input [bits_num - 1:0] slave2_data_in,
    input [bits_num - 1:0] slave3_data_in,
    input [bits_num - 1:0] slave4_data_in,
    output tx_end,
    output [bits_num - 1:0] master_data_out,
    output [bits_num - 1:0] slave1_data_out,
    output [bits_num - 1:0] slave2_data_out,
    output [bits_num - 1:0] slave3_data_out,
    output [bits_num - 1:0] slave4_data_out
    );
    wire ss,sclk,master_out,master_in;
    wire slave1_out,slave2_out,slave3_out,slave4_out;
    wire tx_end_sig;
    assign tx_end_sig = tx_end;
    mux_4x1 mux(
        .in1(slave1_out),
        .in2(slave2_out),
        .in3(slave3_out),
        .in4(slave4_out),
        .sel(sel),
        .out(master_in)
    );
    SPI_Master #(.mode(mode),.bits_num(bits_num)) master(
        .clk(clk),
        .reset(reset),
        .tx_start(tx_start),
        .data_in(master_data_in),
        .miso(master_in),
        .sclk(sclk),
        .ss(ss),
        .mosi(master_out),
        .tx_end(tx_end),
        .data_out(master_data_out)
    );
    SPI_Slave #(.mode(mode),.bits_num(bits_num)) slave1(
        .clk(clk),
        .reset(reset),
        .ss((sel == 'b00)?(ss):('b1)),
        .sclk(sclk),
        .data_in(slave1_data_in),
        .mosi(master_out),
        .miso(slave1_out),
        .tx_end(tx_end_sig),
        .data_out(slave1_data_out)
);
    SPI_Slave #(.mode(mode),.bits_num(bits_num)) slave2(
        .clk(clk),
        .reset(reset),
        .ss((sel == 'b01)?(ss):('b1)),
        .sclk(sclk),
        .data_in(slave2_data_in),
        .mosi(master_out),
        .miso(slave2_out),
        .tx_end(tx_end_sig),
        .data_out(slave2_data_out)
);
    SPI_Slave #(.mode(mode),.bits_num(bits_num)) slave3(
        .clk(clk),
        .reset(reset),
        .ss((sel == 'b10)?(ss):('b1)),
        .sclk(sclk),
        .data_in(slave3_data_in),
        .mosi(master_out),
        .miso(slave3_out),
        .tx_end(tx_end_sig),
        .data_out(slave3_data_out)
);
    SPI_Slave #(.mode(mode),.bits_num(bits_num)) slave4(
        .clk(clk),
        .reset(reset),
        .ss((sel == 'b11)?(ss):('b1)),
        .sclk(sclk),
        .data_in(slave4_data_in),
        .mosi(master_out),
        .miso(slave4_out),
        .tx_end(tx_end_sig),
        .data_out(slave4_data_out)
);
endmodule
`timescale 1ns / 1ps
module mux_4x1(
    input in1,
    input in2,
    input in3,
    input in4,
    input [1:0] sel,
    output reg out
    );
    always @(*) begin
        out = 'b0;
        case(sel)
            'b00: out = in1;
            'b01: out = in2;
            'b10: out = in3;
            'b11: out = in4;
        endcase
    end
endmodule
==> run.sh <==
#!/bin/bash
# OpenROAD 26Q1-2900-gdf79404cd8, Yosys 0.63+post, stock flow scripts
make -C /OpenROAD-flow-scripts/flow DESIGN_CONFIG=/design/flow/config.mk WORK_HOME=/design/flow/orfs finish
==> config.mk <==
export PLATFORM = sky130hd
export DESIGN_NAME = SPI_Top
export DESIGN_NICKNAME = SPI_Top
export VERILOG_FILES = /design/flow/design.v
export SDC_FILE = /design/flow/constraint.sdc
export NUM_CORES = 4
export LEC_CHECK = 1
export CORE_UTILIZATION = 40
==> constraint.sdc <==
current_design SPI_Top

set clk_period 3.2
set clk_io_pct 0.2

create_clock -name clk0 -period $clk_period [get_ports {clk}]

set non_clock_inputs [all_inputs -no_clocks]
set_input_delay [expr $clk_period * $clk_io_pct] -clock clk0 $non_clock_inputs
set_output_delay [expr $clk_period * $clk_io_pct] -clock clk0 [all_outputs]
==> notes.md <==
Flow results follow.

The critical-path cell with the highest stage delay is dfrtp_1. For the finished layout, the period the worst path requires is 2.402 ns. The pin count of the biggest net entering global routing is 48. The post-synth count of flops with an enable pin is 8. The worst setup path is captured at a register. According to the Yosys statistics, the synthesized design has a chip area of 6487 sq um.

The layout-stage area growth over the synthesis result is 24.55%. Data on the critical path is required at its endpoint by 3.54 ns. Per the OpenROAD floorplan log, the area of the die is 16730 sq um. OpenSTA, run right after detailed placement, puts the worst setup slack at 0.5734 ns. The count of buffers inserted at the top-level ports is 85. On the final layout, the worst hold slack is 0.1629 ns. The vias after detailed routing is 5013.

Per the post-route antenna check, the number of violating nets is 0. The cell type contributing the most total cell area after synthesis is dfrtp_1. The pin closest to its max-slew limit shows a slew of 0.6012 ns. The logic depth of the worst register-to-register path is 8. Adding up every negative setup slack in the final design gives 0 ns. Listed in order, past its start point the critical path passes ha_1 > ha_1 > inv_1 > ha_1 > nor2_1 > nand2_1 > or4b_1 > nand2_1. Note, the detailed placer reported a final HPWL of 10870 um. The area of the mapped netlist is 6487 sq um. By instance count, the cell type seen most on the critical path is ha_1.

The clock buffer count from CTS is 17. The wire length per cell after detailed routing is 16.65 um. The wire length of the first global-routing pass is 25530 um.

The maximum buffer depth of the clock tree is 2. The reported leakage power is 3.473 nW. The analysis reports a worst IR drop on VDD of 0.4054 mV. The repair_antennas step left the layout with diodes totalling 0. The average instance area after synthesis is 10.57 sq um. The filler cells instantiated in the layout total 1394. The final setup slack of the worst path is 0.7983 ns.

The slew check shows that the tightest pin keeps a relative margin of 59.92%. The filler-free cell count of the finished design is 917. The dominant delay contributor by cell family on the critical path is adder cells. The wire length reported by the detailed router is 15270 um. The number of detailed-routing iterations run before antenna repair is 4. The cell at the root of the clock tree is clkbuf_16. The number of buffer and inverter stages on the critical path is 1. The startpoint identified for the worst register-to-register timing path is master.n[0]$_DFFE_PN0P_. The clock latency reported for the late side of the worst-skew pair is 0.41 ns.

Once placement finished, the instance area stood at 7493 sq um. The top cell types in the final layout, fill and taps aside, are dfrtp_1, clkdlybuf4s50_1, o21ai_0. The max-slew violation total from the final report is 0.

Buffers added to address setup during post-CTS repair amount to 0. The total cells reported by yosys after synthesis is 614. Note that the worst hold path type here is input pin to asynchronous set/reset pin.

Overall routing resource usage recorded by global route was 20.11%. The reported max-cap violation count is 0. The post-cts gate resize count is 0. The total DRC errors in the routed layout is 0.

After synthesis, flip-flops and latches occupy 44.53% of the total area. The share of the core filled with cells in the final layout is 50.87%. Setup repair after global routing left no endpoint under its margin. The worst clock skew is 0.005821 ns. According to the floorplan log, the row count is 46. In the CTS report, the clock slew at the register clock pins of the worst setup and hold paths is listed as 0.05 ns. The hold violation count in the final report is 0. The worst path uses 75.05% of the clock period. The maximum clock frequency is 416.4 MHz. The number of global-route vias before repair was 4939.

The total number of yosys warnings is 3. The power density relative to cell area is 849.4 nW/um^2. Counting only logic cells after layout, the most numerous master is dfrtp_1. The proportion of netlist area held by the largest area contributor is 40.12%. The detailed router's first-iteration violation count is 263. The share of async-settable or async-resettable flops after synthesis is 92.11%. Per the synth stats, the flop cell with the highest instance count is dfrtp_1. The overall power after layout is 6.864 mW.

Synthesis produced a netlist whose cell count is 614. The worst reg2reg path endpoint is master.data[1]$_DFFE_PN0N_. After detailed routing, the number of vias per cell comes to 5.467.

The setup-violating endpoint count in the final report is 0. The flow ran to the end, and the final reports show no timing, DRC or antenna violations. The ratio of cells with drive above 1 in the final layout is 14.12%. The finished cells cover 8080 sq um. The number of distinct library cell variants in the gate-level netlist after synthesis is 62. TritonCTS built the clock tree. The count of hold buffers inserted by post-cts repair is 0. The number of top-level design ports is 86.

By area the synthesized netlist is led by dfrtp_1, ha_1, mux2_2. The type of element launching the critical path is a register. The routability-driven placement congestion ratio is 0.9254. The count of state elements after synthesis is 114.

CTS built an H-tree with a depth of 4. The number of sinks on the clock net is 114. The initial antenna violation count is 0.

The area of the placeable core is 15890 sq um. Looking at the setup timing report, the critical path kind is register to register. At the floorplan stage, the core utilization is reported as 40.84%. The die extent in x is 129.4 um. Summed over all layers, the global routing overflow is 0. The critical path maximum fanout is 16. The die is 129.4 um tall. The tool warning count for the run is 43.

The endpoint arrival time on the critical path is 2.74 ns. The number of cells after detailed placement is 885. The biggest cell delay along the critical path is 0.71 ns. The setup slack of the worst register-to-register path is 0.80 ns.
[cells in the mapped netlist, drive strengths merged (3+ instances only)]
master / number
a22o: 4
o22ai: 4
mux2i: 17
a21oi: 21
o41ai: 3
and2: 5
nor3: 11
dfrtp: 104
a21boi: 22
nand3: 26
o21a: 4
nand2: 40
xnor2: 5
nor2b: 6
clkbuf: 24
nand4: 7
edfxtp: 8
nand3b: 4
o31ai: 10
buf: 11
nand2b: 11
a31oi: 8
mux2: 34
inv: 25
mux4: 18
o31a: 7
nor3b: 3
ha: 34
and3: 8
o21ai: 66
nor2: 38
[per-layer routing]
layer,vias up,wire length [um],global-route usage (%)
met3,9,715,4.079
met4,0,123,1.799
met2,113,7255,31.59
li1,2397,-,-
met5,-,0,0
met1,2494,7174,31.03
[power breakdown]
part,switching (mW),internal (mW)
Sequential,0.645,1.83
Clock,0.641,1.19
Combinational,1.30,1.26
Total,2.59,4.28
[worst reg2reg max path, delay by kind of cell, from the launching register on]
family | cells | cell delay (ns)
buffers and inverters | 1 | 0.08
adders and majority gates | 3 | 0.78
DFF | 1 | 0.71
and+or+nand+nor | 4 | 0.77
[worst max path at each step]
| stage | to | slack (ns) | cells past startpoint | start |
|---|---|---|---|---|
| CTS | master.data[1]$_DFFE_PN0N_ | 0.80 | 8 | master.n[0]$_DFFE_PN0P_ |
| global route | master.data[1]$_DFFE_PN0N_ | 0.64 | 8 | master.n[0]$_DFFE_PN0P_ |
| finish | master.data[1]$_DFFE_PN0N_ | 0.80 | 8 | master.n[0]$_DFFE_PN0P_ |
[area by class of cell]
| class | count | area [sq um] | share of cell area [%] |
|---|---|---|---|
| clock buffers | 24 | 513.0 | 6.349 |
| flip-flops and latches | 114 | 2890 | 35.77 |
| well taps | 216 | 270.3 | 3.345 |
| clock inverters | 8 | 73.82 | 0.9136 |
| repair buffers | 90 | 885.9 | 10.96 |
| multi-input cells | 439 | 3349 | 41.45 |
| inverters | 26 | 97.59 | 1.208 |
[logic make-up after synthesis]
logic type | Yosys count | synth area share (%)
xor gates and xnor gates | 7 | 0.9451
muxes | 69 | 15.00
buffers and inverters | 61 | 3.838
AOI/OAI and AO/OA | 163 | 16.09
DFF | 114 | 44.53
and+or+nand+nor | 166 | 13.04
adders and majority gates | 34 | 6.557
No activity file was given, so power comes from the tool's default toggle rates.
